[flow/config.mk]
export PLATFORM = sky130hd
export DESIGN_NAME = EncodedMemory
export DESIGN_NICKNAME = EncodedMemory
export VERILOG_FILES = /design/flow/design.v
export SDC_FILE = /design/flow/constraint.sdc
export NUM_CORES = 4
export LEC_CHECK = 1
export CORE_UTILIZATION = 50
[flow/constraint.sdc]
current_design EncodedMemory

set clk_period 2.2
set clk_io_pct 0.2

create_clock -name clk0 -period $clk_period [get_ports {CLK}]

set non_clock_inputs [all_inputs -no_clocks]
set_input_delay [expr $clk_period * $clk_io_pct] -clock clk0 $non_clock_inputs
set_output_delay [expr $clk_period * $clk_io_pct] -clock clk0 [all_outputs]
[flow/design.v]
`timescale 1ns / 1ps
module ROM (
input [2:0] addr, 
output reg [7:0] dataOut);
	initial
	begin
		dataOut = 8'b00000000;
	end
	always@(addr)
		begin
			if (addr == 0) begin dataOut = 8'b00000000;end
			if (addr == 1) begin dataOut = 8'b01010101;end
			if (addr == 2) begin dataOut = 8'b10101010;end
			if (addr == 3) begin dataOut = 8'b00110011;end
			if (addr == 4) begin dataOut = 8'b11001100;end
			if (addr == 5) begin dataOut = 8'b00001111;end
			if (addr == 6) begin dataOut = 8'b11110000;end
			if (addr == 7) begin dataOut = 8'b11111111;end
		end
endmodule
module XOR_RAM (
input mode, 
input [2:0] addr, 
input [7:0] dataIn, 
input [7:0] mask, 
input CLK, 
output reg [7:0] dataOut);
	reg [7:0] ram [7:0];
	integer i;
	initial
	begin
		dataOut = 0;
		for (i = 0; i < 8; i = i + 1)
		begin
			ram[i] =  0;
		end
	end
	always@(posedge CLK)
	begin
		if (mode == 0)
		begin
			ram[addr] = (dataIn ^ mask);
		end
	end	
	always@(mode, addr) 
	begin
		if (mode == 1)
		begin
			dataOut = ram[addr];
		end
	end
endmodule
module EncodedMemory (
input mode, 
input [2:0] index, 
input [7:0] number, 
input CLK, 
output [7:0] result);
	wire [7:0] mask;
	ROM R(index, mask);
	XOR_RAM XR(mode, index, number, mask, CLK, result);
endmodule
[flow/run.sh]
#!/bin/bash
# OpenROAD 26Q1-2900-gdf79404cd8, Yosys 0.63+post, stock flow scripts
make -C /OpenROAD-flow-scripts/flow DESIGN_CONFIG=/design/flow/config.mk WORK_HOME=/design/flow/orfs finish
==> Implementation_results.wiki <==
== Implementation results ==
{| class="wikitable"
! Metric !! Value
|-
| IR drop worst, VDD || around 410 uV
|-
| Post-detailed-route count of antenna-violating nets || 0
|-
| Total track usage || around a fifth
|-
| Switching power as a share of total power || a little over a fifth
|-
| Result of the run || finished clean
|-
| Finished Layout Cells || 294
|-
| Combined area of all synthesized cells || a little under 0.003 mm^2
|-
| Pin count of the biggest net entering global routing || 20
|-
| Startpoint class of the critical path || input pin
|-
| Via count normalized by instance count || ~5.2
|-
| CP Data Arrival Time || 2290 ps
|-
| Relative slew slack || roughly two thirds
|-
| Floorplan Core Area || approximately 0.0055 mm^2
|-
| Distinct cells, synth || 27
|-
| Cell Pwr Density || roughly 680 mW/mm^2
|-
| Yosys stat cell total || ~170
|-
| Overall power after layout || between 2 and 2.5 mW
|-
| Share of power burned in the clock network || 32.4%
|-
| Number of top-level pins || 21
|-
| Cell with the most instances after synthesis || sky130_fd_sc_hd__edfxtp_1
|-
| TritonCTS Buffers || 9
|-
| Met3 wire len || ~630 um
|-
| Die Wd || a little under 80 um
|-
| Uppermost signal routing layer after detailed routing || met4
|-
| Number of warnings in the stage logs || 25
|-
| Vertical die dimension || slightly below 80 um
|-
| Static power due to leakage || approximately 1.3 nW
|-
| Antenna diodes || 0
|-
| Post-CTS setup buffers || 0
|-
| CTS H-tree lvls || 3
|-
| Syn. warnings || 2
|-
| Share of layout cells above drive strength 1 || between 20 and 30%
|-
| Largest buffer count on any clock path || 2
|-
| Total number of vias || about 1500
|-
| Routed length on met2 || ~2400 um
|-
| Post-synthesis cell count || approximately 170
|-
| Clock tree from TritonCTS || done
|-
| Port Buffers || 20
|-
| Register pins left without a clock || 16
|-
| Final worst setup slack || slightly above 70 ps
|-
| Post-synth regs || 80
|-
| Primary FF master, synth || sky130_fd_sc_hd__edfxtp_1
|-
| Fraction of synthesized cell area taken by the top area cell type || 66.4%
|-
| Overflow left after global routing || 0
|-
| Biggest area consumer among synthesized cells || sky130_fd_sc_hd__edfxtp_1
|-
| Cell types with the highest counts after synthesis || sky130_fd_sc_hd__edfxtp_1 (64), sky130_fd_sc_hd__nand2_1 (19)
|-
| Placed Cells incl. Taps || approximately 280
|-
| Number of remaining DRC errors || 0
|-
| Worst slack at placement || -453 ps
|-
| Final tally of setup violations || 0
|-
| Tightest Pin Transition || 500 ps
|-
| Final HPWL DP || roughly 3600 um
|-
| Weighted congestion at the end of routability-driven global placement || approximately 0.86
|-
| NetSw || about 0.52 mW
|-
| Master cell of the clock root buffer || sky130_fd_sc_hd__clkbuf_8
|-
| Post-synthesis average cell area || about 18 um^2
|-
| Kind of critical path || input pin to flop
|-
| Cell types with the largest area share after synthesis || sky130_fd_sc_hd__edfxtp_1 (66%), sky130_fd_sc_hd__mux4_2 (6.2%), sky130_fd_sc_hd__dlxtn_1 (4.2%)
|-
| Int Pwr || around 1.9 mW
|-
| Part of the total power dissipated in sequential elements || between 50% and 60%
|-
| Share of the clock period used by the worst path || approximately 97%
|-
| Number of unconstrained endpoints || 24
|-
| Routed length per placed instance || approximately 18 um
|-
| Nature of the critical path endpoint || flop
|-
| Slew Viols, Final || 0
|-
| EDFF count, synth || around 64
|-
| Area grow syn2layout || 24.0%
|-
| Gate power share || about 9.0%
|-
| Total die size || 0.00610 mm^2
|-
| Global-route wire length before repair || between 8000 and 9000 um
|-
| Row Count || 27
|-
| Max-cap violations || 0
|-
| Number of global-route vias before repair || ~1700
|-
| Hold violation total from the final report || 0
|-
| Number of antenna violations at the first check in global routing || 0
|-
| Async S/R FF share, synth || 0%
|-
| Chip area estimate from yosys synthesis || 0.00289 mm^2
|-
| FP Core Util || between 50 and 60%
|-
| Routed length on met1 || around 2100 um
|-
| Iteration tally of the first detailed-router pass || 4
|-
| Routed wire length || 5360 um
|-
| Worst hold path class || input pin to flop
|-
| Post-route core utilization || around 65%
|-
| Maximum fanout count along the critical path || 19
|-
| Required time of the critical path || 2360 ps
|-
| Post-CTS clock slew at the launch and capture registers of the worst setup and hold paths || around 60 ps
|-
| Iteration-0 DRC count of the detailed router || between 90 and 100
|-
| Maximum achievable frequency || ~470 MHz
|-
| Post-route minimum period || ~2100 ps
|}
-- path summary, 6_finish.rpt --
kind	from	endpoint	depth (start not counted)
max	index[1]	XR.ram[5][1]	7
min	number[4]	XR.ram[6][4]	2
-- cell type report --
| cell class | instances | area (um^2) |
|---|---|---|
| clock buffers | 10 | 128 |
| clock inverters | 5 | 25.0 |
| fillers | 387 | 1950 |
| inverters | 2 | 7.51 |
| multi-input cells | 80 | 776 |
| flip-flops and latches | 80 | 2160 |
| well taps | 72 | 90.1 |
| repair buffers | 45 | 400 |
-- cells by family after synthesis --
logic type             Yosys count  synth area share (%)
AND-OR/OR-AND                   11                  2.59
XOR/XNOR                        10                  3.03
buffers and inverters           12                  2.21
flip-flops                      64                  66.4
latches                         16                  8.30
multiplexers                    19                  12.6
other                            1                 0.130
AND/OR/NAND/NOR                 32                  4.76
-- metal layers --
layer / vias to the layer above / track usage [%]
met4: 0 / 5.93
li1: 718 / -
met3: 16 / 12.2
met5: - / 0
met2: 72 / 30.4
met1: 727 / 31.9
-- sequential cells by signal, indices dropped and copies added, names as in the netlist --
| name | flops |
|---|---|
| XR.ram | 64 |
| XR.dataOut | 8 |
| R.dataOut | 8 |
-- worst max-delay path: stages --
cell                              delay (ps)
sky130_fd_sc_hd__clkdlybuf4s50_1         510
sky130_fd_sc_hd__buf_12                  170
sky130_fd_sc_hd__buf_4                   220
sky130_fd_sc_hd__nand2b_1                180
sky130_fd_sc_hd__nand2_1                 110
sky130_fd_sc_hd__dlxtn_1                 420
sky130_fd_sc_hd__xor2_4                  230
-- timing repair --
action | in CTS | in global routing
endpoints found under the setup margin | 16 | 51
hold buffers | 0 | 0
pin swaps | 0 | 2
gates cloned | 0 | 0
resized | 2 | 7
-- stage by stage --
| step | hold WS (ps) | TNS [ps] | area [um^2] |
|---|---|---|---|
| 2_1_floorplan | 677 | 0 | 2930 |
| 3_3_place_gp | 1240 | -14570 | 3360 |
| 3_5_place_dp | 1260 | -18020 | 3360 |
| 4_1_cts | 897 | 0 | 3530 |
| 5_1_grt | 909 | -147 | 3590 |
| 6_report | 911 | 0 | 3590 |
-- cell usage in the layout (no fill, tap or decap), drive strengths merged, types with 4 or more instances in the layout --
cell type      count
edfxtp            64
clkbuf            10
mux2               7
xor2               8
conb               8
dlxtn              8
nor3               4
clkdlybuf4s50     20
clkinv             5
nor2               4
mux4              12
buf               25
dlxtp              8
nand2             19
-- power groups by stage --
stage	clock (mW)	sequential, mW	combinational (mW)
4_1_cts	0.815	1.42	0.215
5_1_grt	0.873	1.43	0.241
6_report	0.791	1.43	0.220
Power figures rest on the tool's default switching activity, not on a simulated workload.
