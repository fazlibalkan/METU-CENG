**flow/run.sh**
```bash
#!/bin/bash
# OpenROAD 26Q1-2900-gdf79404cd8, Yosys 0.63+post, stock flow scripts
make -C /OpenROAD-flow-scripts/flow DESIGN_CONFIG=/design/flow/config.mk WORK_HOME=/design/flow/orfs finish
```
**flow/config.mk**
```make
export PLATFORM = sky130hd
export DESIGN_NAME = IntersectionSimulator
export DESIGN_NICKNAME = IntersectionSimulator
export VERILOG_FILES = /design/flow/design.v
export SDC_FILE = /design/flow/constraint.sdc
export NUM_CORES = 4
export LEC_CHECK = 1
export CORE_UTILIZATION = 50
```
**flow/constraint.sdc**
```tcl
current_design IntersectionSimulator

set clk_period 4.3
set clk_io_pct 0.2

create_clock -name clk0 -period $clk_period [get_ports {action}]
create_clock -name clk1 -period $clk_period [get_ports {clk}]

set non_clock_inputs [all_inputs -no_clocks]
set_input_delay [expr $clk_period * $clk_io_pct] -clock clk0 $non_clock_inputs
set_output_delay [expr $clk_period * $clk_io_pct] -clock clk0 [all_outputs]
```
**flow/design.v**
```verilog
`timescale 1ns / 1ps
module IntersectionSimulator(
	input [2:0] mode,  
	input [4:0] plateIn,
	input action,
	input clk,
	output reg  greenForA,
	output reg  greenForB,
	output reg 	rushHourWarning,
	output reg [3:0]  hour,
	output reg [5:0]  minute,	
	output reg [5:0]  second,
	output reg	am_pm,  
	output reg [4:0]  numOfCarsA,
	output reg [4:0]  numOfCarsB,
	output reg [6:0]  remainingTime,
	output reg [4:0]  blackListDisplay
	);
	reg [4:0] memA [0:29];
	reg [4:0] memB [0:29];
	reg [4:0] startA;
	reg [4:0] endA;
	reg [4:0] startB;
	reg [4:0] endB;
	reg [6:0] minA;
	reg [6:0] maxA;
	reg [6:0] minB;
	reg [6:0] maxB;
	reg [6:0] currA;
	reg [6:0] currB;
	reg [1:0] green;
	reg [4:0] blackList [0:29];
	reg [4:0] b;
	reg [4:0] startBL;
	reg [4:0] endBL;
	integer i;
	initial begin
		greenForA=1;
		greenForB=0;
		rushHourWarning=0;
		hour=6;
		minute=0;
		second=0;
		am_pm=0;
		numOfCarsA=0;
		numOfCarsB=0;
		remainingTime=50;
		blackListDisplay=0;
		green = 0;
		minA = 40;
		maxA = 70;
		minB = 50;
		maxB = 80;
		currA = minA;
		currB = minB;
		startA = 0;
		endA = 0;
		startB = 0;
		endB = 0;
		startBL = 0;
		endBL = 0;
		for (i = 0; i < 30; i = i + 1)
		begin
			memA[i] = 5'b00000;
			memB[i] = 5'b00000;
			blackList[i] = 5'b00000;
		end
	end
	always@(posedge action)
	begin
		startBL = 0;
		if (mode == 3'b000)
		begin
			if (numOfCarsA > 0)
			begin
				if (greenForA == 0)
				begin
					b = memA[startA];
					blackList[endBL] = b;
					endBL = (endBL + 1)%30;
				end
				memA[startA] = 5'b00000;
				startA = (startA + 1)%30;
				numOfCarsA = numOfCarsA - 1;
			end
		end
		if (mode == 3'b001)
		begin
			if (numOfCarsB > 0)
			begin
				if (greenForB == 0)
				begin
					b = memB[startB];
					blackList[endBL] = b;
					endBL = (endBL + 1)%30;
				end
				memB[startB] = 5'b00000;
				startB = (startB + 1)%30;
				numOfCarsB = numOfCarsB - 1;
			end
		end
		if (mode == 3'b010)
		begin
			memA[endA] = plateIn;
			endA = (endA + 1)%30;
			numOfCarsA = numOfCarsA + 1;
		end
		if (mode == 3'b011)
		begin
			memB[endB] = plateIn;
			endB = (endB + 1)%30;
			numOfCarsB = numOfCarsB + 1;
		end
	end
	always @(posedge clk)
	begin
		if (mode[2] == 1)
		begin
			if (endBL == 0)
			begin
				blackListDisplay = 0;
			end
			else
			begin
				if (startBL >= endBL)
				begin
					startBL = 0;
				end
				blackListDisplay = blackList[startBL];	
				startBL = startBL + 1;
			end
		end
		if (mode[2] == 0)
		begin
			remainingTime = remainingTime - 1;
			if (green != 0)
			begin
				if (green == 1)
				begin
					greenForB = 1;
					green = 0;
					if (numOfCarsB <= 10)
					begin currB = currB + 5; end
					else if (numOfCarsB >= 20)
					begin currB = currB - 5; end
					if (currB < minB)
					begin currB = minB; end
					if (currB > maxB)
					begin currB = maxB; end
					remainingTime = currA;
				end
				if (green == 2)
				begin
					greenForA = 1;
					green = 0;
					if (numOfCarsA <= 10)
					begin currA = currA + 5; end
					else if (numOfCarsA >= 20)
					begin currA = currA - 5; end
					if (currA < minA)
					begin currA = minA; end
					if (currA > maxA)
					begin currA = maxA; end
					remainingTime = currB;
				end
			end
			if (remainingTime == 0)
			begin
				if (greenForA == 1)
				begin
					greenForA = 0;
					green = 1;
				end
				if (greenForB == 1)
				begin
					greenForB = 0;
					green = 2;
				end
			end
			second = (second + 1)%60;
			if (second == 0)
			begin
				minute = (minute + 1)%60;
				if (minute == 0)
				begin
					if (hour == 11)
					begin
						if (am_pm == 1)
						begin
							for (i = 0; i < 30; i = i+1)
							begin
								blackList[i]=0;
							end
							blackListDisplay = 0;
							hour = 12;
							am_pm = 0;
							startBL = 0;
							endBL = 0;
						end else begin
							am_pm = 1;
							hour = 12;
						end
					end
					else
					begin
						hour = (hour + 1)%12;
					end
				end
			end
			if (((hour == 7 || hour == 8) && !am_pm) || ((hour == 5 || hour == 6) && am_pm))
			begin
				rushHourWarning = 1;
				minA = 30; maxA = 60;
				minB = 40; maxB = 70;
			end
			else
			begin
				rushHourWarning = 0;
				minA = 40; maxA = 70;
				minB = 50; maxB = 80;
			end
		end
	end
endmodule
```
==> impl_metrics.json <==
{
  "status": "finished clean",
  "drv_cap": 0,
  "ys_seq_frac": 0.345,
  "crit_required_ns": 4.36,
  "fin_util": 0.644,
  "fp-utilization": 0.513,
  "mi_logic_area_sq_mm": 0.00300,
  "ys_sh_aoi": 0.223,
  "cp.arrival_ns": 4.24,
  "ant_nets": 0,
  "crit_buf_inv": 1,
  "syn_area_per_cell_sq_um": 9.07,
  "critical-path-top-delay-family": "AND-OR/OR-AND gates",
  "numPortBuffers": 45,
  "synth-edff-count": 44,
  "wl_per_cell_microns": 14.6,
  "start_kind": "register",
  "hold_depth": 1,
  "reg2reg_depth": 18,
  "worst_slew_pin_slew_ns": 0.688,
  "antenna_found_initial": 0,
  "most_common_cell": "edfxtp_1",
  "leakage_uw": 0.00226,
  "n_fill_cell": 741,
  "top_cell_area_share": 0.281,
  "firstDrtPassIters": 4,
  "design.die.area_sq_mm": 0.00979,
  "ir_worst_vdd_uv": 217,
  "relSlewSlack": 0.541,
  "cpMaxStageDelayCell": "edfxtp_1",
  "finalClockSkew_ns": 0.0111,
  "ys_sh_mux": 0.0312,
  "ctsHoldBuffers": 0,
  "ys.flops": 59,
  "placed_area_sq_mm": 0.00552,
  "antennaDiodeCount": 0,
  "synthTopLogicFamily": "AND-OR/OR-AND gates",
  "ys_sh_xor": 0.0647,
  "synth.distinct_cells": 82,
  "p_per_area_mw_per_mm2": 488,
  "crit_fanout": 5,
  "warning_count": 40,
  "drc": 0,
  "track_usage": 0.235,
  "grt_max_degree": 26,
  "cts.reportedPaths.clkPinSlew_ns": 0.10,
  "synth-main-ff-cell": "edfxtp_1",
  "hpwl_mm": 7.75,
  "die_h_microns": 99.0,
  "syn_area_sq_mm": 0.00470,
  "setup_slack_ns": 0.124,
  "grt_pass1_wl_mm": 17.9,
  "num_vias": 4059,
  "io-pin-count": 52,
  "critPathKind": "reg -> reg",
  "grt_setup_unrepaired": "yes",
  "min_path_type": "reg -> reg",
  "drive_gt1_frac": 0.212,
  "place_ws_ns": -0.0544,
  "netlist_top_cells_count": "44 x edfxtp_1, 41 x nor2_1, 36 x nand2_1",
  "area_growth_pct": 25.4,
  "ys_chip_area_sq_mm": 0.00470,
  "slew_viol_final": 0,
  "path_cells": "a21o_1 > and3_1 > a31oi_1 > xnor2_1 > ha_1 > a21oi_2 > inv_1 > or3_1 > mux2i_2 > nand2_1 > nand2_1 > ha_1 > a21o_1 > a21o_1 > a21oi_2 > nand3_2 > o21ai_4 > mux2_1",
  "rows": 35,
  "setup_tns_ns": 0,
  "simple_gate_area_frac": 0.197,
  "cts_tree": "built",
  "fp.coreArea_sq_mm": 0.00915,
  "cpPeakStageDelay_ns": 0.51,
  "crit_path_frequent_cell": "a21o_1",
  "gp_congestion": 0.909,
  "clock_sinks": 59,
  "critical_path_depth": 18,
  "critPathCaptureType": "register",
  "area_leaders": "edfxtp_1 28%, ha_1 8.3%, dfxtp_1 6.4%, a21oi_1 3.5%, xnor2_1 3.4%",
  "die_w_microns": 99.0,
  "via_per_inst": 5.68,
  "async_reset_ff_frac": 0,
  "grt_pass1_vias": 3807,
  "syn_inst": 518,
  "yosys_cells": 518,
  "grt-ovfl-total": 0,
  "routed_wirelength_mm": 10.4,
  "finish.instance_area_sq_mm": 0.00589,
  "setup_viol": 0,
  "fa_ha_area_frac": 0.0825,
  "drtIter0Drc": 186,
  "yosysTopAreaCell": "edfxtp_1",
  "regArea_sq_mm": 0.00162,
  "r2r_slack_ns": 0.12,
  "finalHoldViolCount": 0,
  "yosysWarningCount": 21
}
worst register-to-register path: cells and delay by family (launching register included):
kind,cells,cell delay (ns)
compound gates,7,1.22
simple gates,5,0.88
fa+ha+maj,2,0.54
mux,2,0.52
flops,1,0.51
xor+xnor,1,0.17
buf+inv,1,0.09
cells by family (layout without fill, tap and decap cells):
family / after synthesis / in the layout
muxes: 13 / 13
and+or+nand+nor: 174 / 174
adders and majority gates: 31 / 31
buffers and inverters: 59 / 144
DFF: 59 / 59
AOI/OAI and AO/OA: 149 / 149
xor gates and xnor gates: 33 / 33
worst paths after layout:
path / start / endpoint
worst max register to register: currA[0]$_SDFFCE_PP0P_ / currA[5]$_DFFE_PP_
max in group clk0: mode[2] / numOfCarsB[4]$_DFF_P_
worst min register to register: blackListDisplay[1]$_DFF_P_ / blackListDisplay[1]$_DFF_P_
min in group clk0: numOfCarsB[0]$_DFF_P_ / numOfCarsB[0]$_DFF_P_
worst min-delay path: blackListDisplay[1]$_DFF_P_ / blackListDisplay[1]$_DFF_P_
worst max-delay path: currA[0]$_SDFFCE_PP0P_ / currA[5]$_DFFE_PP_
power by group:
part | switching, uW | internal, uW | leakage [uW] | total [uW]
sequential | 123 | 722 | 0.000544 | 845
combinational | 792 | 858 | 0.00166 | 1650
clock | 203 | 180 | 0.0000639 | 382
total | 1120 | 1760 | 0.00226 | 2880
what timing repair did:
item	4_1_cts	5_1_grt
pin swaps	1	21
setup endpoints to repair	4	11
resized	4	36
buffers inserted	1	7
area by class of cell:
cell class,count,area share
clock buffer,8,0.0187
clock inverter,3,0.00446
inverter,32,0.0208
multi-input combinational,400,0.509
sequential,59,0.275
tap,111,0.0236
timing repair buffer,101,0.148
through the flow:
step	instances	total power [uW]	hold WS, ns
detailed placement	695	2310	0.444
global route	714	3110	0.488
finish	714	2880	0.466
floorplan	518	1770	0.406
CTS	707	2720	0.474
global placement	695	2300	0.440
placed cells by master (no fill, tap or decap), types with 7 or more instances in the layout:
| cell | instances |
|---|---|
| o21a_1 | 7 |
| clkdlybuf4s50_1 | 45 |
| dfxtp_1 | 14 |
| xnor2_1 | 18 |
| xor2_1 | 12 |
| o31ai_1 | 8 |
| edfxtp_1 | 44 |
| inv_1 | 29 |
| ha_1 | 27 |
| a31oi_1 | 12 |
| buf_4 | 56 |
| nand2_1 | 36 |
| nor3_1 | 8 |
| a21oi_1 | 29 |
| nand3_1 | 25 |
| o21ai_0 | 22 |
| o22ai_1 | 8 |
| nor2_1 | 40 |
| clkbuf_8 | 8 |
flip-flops by register name (all words and copies together) (netlist names):
register          flops
currA                 7
currB                 7
remainingTime         7
minute                6
second                6
blackListDisplay      5
numOfCarsA            5
numOfCarsB            5
hour                  4
green                 2
maxA                  2
am_pm                 1
greenForA             1
greenForB             1
layer usage:
| metal | track usage | wire length, microns | vias up |
|---|---|---|---|
| met5 | 0 | 0 | - |
| met4 | 0.0299 | 101 | 0 |
| met3 | 0.0346 | 318 | 8 |
| met2 | 0.358 | 4700 | 69 |
| met1 | 0.381 | 5300 | 1885 |
| li1 | - | - | 2097 |
No activity file was given, so power comes from the tool's default toggle rates.
